### flow/config.mk
export PLATFORM = sky130hd
export DESIGN_NAME = alu
export DESIGN_NICKNAME = alu
export VERILOG_FILES = /design/flow/design.v
export SDC_FILE = /design/flow/constraint.sdc
export NUM_CORES = 4
export LEC_CHECK = 1
export CORE_AREA = 10 10 70 70
export DIE_AREA = 0 0 80 80
### flow/constraint.sdc
current_design alu

set clk_period 6.4
set clk_io_pct 0.2

create_clock -name clk0 -period $clk_period

set non_clock_inputs [all_inputs -no_clocks]
set_input_delay [expr $clk_period * $clk_io_pct] -clock clk0 $non_clock_inputs
set_output_delay [expr $clk_period * $clk_io_pct] -clock clk0 [all_outputs]
### flow/design.v
module alu 
(
    input logic [7:0] port_a,
    input logic [7:0] port_b,
    input logic sub,
    output logic [7:0] output_port,
    output logic overflow,
    output logic zero
);
logic [7:0] sub_bus;
assign output_port = sub ? port_a - port_b : port_a + port_b;
assign sub_bus = ~port_b + 1;
assign overflow = sub ? (port_a[7] | sub_bus[7]) & output_port[7] : (port_a[7] | port_b[7]) & !output_port[7];
assign zero = ~(|output_port[7:0]);
endmodule
### flow/run.sh
#!/bin/bash
# OpenROAD 26Q1-2900-gdf79404cd8, Yosys 0.63+post, stock flow scripts
make -C /OpenROAD-flow-scripts/flow DESIGN_CONFIG=/design/flow/config.mk WORK_HOME=/design/flow/orfs finish
==> metrics.cfg <==
[die]
die_area_um2=6400
die_y_um=80
io_pins=27
rows=21
core_area_um2=3420
die-width_um=80
initCoreUtil=0.168

[pwr]
peakVddDrop_v=0.0000265
p_per_area_nw_per_um2=123
leakage_nw=0.355

[timing]
tns_ns=0
setup_ws_ns=0.670
max_freq_ghz=0.175
setup_viol_count_final=0
rsz0062_at_grt=false
final-hold-violation-count=0
fin_crit_ns=5.73
fin_crit_sh=0.895
maxSlewHeadroom=0.700
drv_slew=0
worstMarginPinSlew_ns=0.449

[worst_hold_path]
worst_hold_path_type=primary input to output port
min_path_cells=5

[worst_setup_path]
required_ns=5.12
critPathSlowestCell=clkdlybuf4s50_1
worst_setup_path_start_kind=primary input
cp_data_arrival_time_ns=4.45
end_kind=output port
cp_max_fo=7
crit_type=primary input to output port
slowest_delay_ns=0.51
cp_cell_sequence=clkdlybuf4s50_1 > inv_1 > ha_1 > a31oi_1 > xnor2_1 > ha_1 > o211ai_2 > a21oi_1 > o41a_1 > mux2i_1 > a22oi_1 > a41oi_1 > clkdlybuf4s50_1

[global_route]
grt_pass1_vias=563
grt-ovfl-total=0
grt_pass1_wl_um=2550
track_usage=0.0464
antenna_found_initial=0
grt_start_max_net_pins=13

[detailed_routing]
antenna_cells=0
first_pass_iters=3
vias=555
wire_per_inst_um=10.4
wl_um=1510
vias_per_cell=3.83
detail-route-antenna-nets=0
drc=0
initialDrtViolationCount=11

[synthesis]
syn_area_um2=574
syn-instance-count=76
synth.distinct_cells=28
top_area_frac=0.183
synth_warnings=0
postSynthAreaPerCell_um2=7.56
largest_area_cell=xnor2_1
ys_seq_share=0
area_leaders=xnor2_1 18%, ha_1 17%, mux2i_1 5.2%, inv_1 5.2%, nor2_1 5.2%
ys_area_um2=574
ys_cells=76

[place]
place_congestion=0.790
dp_worst_setup_slack_ns=0.641
port_buffers=27
placedCellCount=145
place_hpwl_um=1420

[final_layout]
nFillCells=380
stdcell_count=145
flop-count=0
clkbuf_count=0
flop_area_um2=0
area_delta_synth_final_pct=52.9
drive_gt1_frac=0.0303

[job]
drv_cap=0
warnings=32

[status]
outcome=complete, no violations

[clock_network]
ctsResizeCount=0
postCtsHoldBufs=0
cts_setup_buffers=0

metal layers:
layer  global-route usage  part of all wire  wire length (um)
met5                    0                 0                 0
met4                    0                 0                 0
met3               0.0114             0.077               116
met2               0.0811              0.48               725
met1               0.0594              0.44               672
metrics by stage:
| step | total power [mW] | hold slack, ns | cell area (um^2) | util |
|---|---|---|---|---|
| detailed placement | 0.110 | 3.59 | 878 | 0.257 |
| floorplan | 0.0589 | 2.61 | 574 | - |
| global placement | 0.109 | 3.59 | 878 | 0.257 |
| finish | 0.108 | 3.57 | 878 | 0.257 |
| CTS | 0.110 | 3.59 | 878 | 0.257 |
| global route | 0.119 | 3.66 | 878 | 0.257 |
cells in the mapped netlist:
cell,count
a31oi_1,2
o211ai_2,1
fa_1,1
and3b_1,1
xnor2_1,12
mux2i_1,3
o21bai_1,1
a21oi_1,5
or2_1,1
a221oi_2,1
o21ai_0,1
nor3_1,4
a41oi_1,1
nand4b_1,1
a21o_1,2
nand2b_1,4
or4b_1,1
buf_2,1
clkbuf_1,2
ha_1,8
buf_6,1
nor2_1,8
a22oi_1,1
xor2_1,2
nand2_1,1
mux2_4,1
inv_1,8
o41a_1,1
layout by cell type (no fill, tap or decap):
| cell type | n |
|---|---|
| o211ai_2 | 1 |
| inv_1 | 8 |
| a21oi_1 | 5 |
| nor2_1 | 8 |
| clkdlybuf4s50_1 | 27 |
| mux2i_1 | 3 |
| xor2_1 | 2 |
| or4b_1 | 1 |
| a41oi_1 | 1 |
| o41a_1 | 1 |
| o21bai_1 | 1 |
| or2_1 | 1 |
| nand4b_1 | 1 |
| ha_1 | 8 |
| and3b_1 | 1 |
| nand2b_1 | 4 |
| a221oi_2 | 1 |
| xnor2_1 | 12 |
| a31oi_1 | 2 |
| fa_1 | 1 |
| mux2_4 | 1 |
| a22oi_1 | 1 |
| nor3_1 | 4 |
| nand2_1 | 1 |
| o21ai_0 | 1 |
| a21o_1 | 2 |
report_power, final:
| group | switching (mW) | internal, mW |
|---|---|---|
| clock network | 0 | 0 |
| registers | 0 | 0 |
| logic | 0.0410 | 0.0667 |
critical path: cells and delay by family:
kind	cells	cell delay (ns)
buffers and inverters	3	1.05
AND-OR/OR-AND	6	1.21
multiplexers	1	0.23
adder cells (fa/ha/maj)	2	0.59
XOR/XNOR	1	0.09
final timing paths:
| path | slack [ns] | from | to |
|---|---|---|---|
| worst max-delay path | 0.67 | port_b[0] | overflow |
| worst min-delay path | 3.57 | port_a[0] | output_port[0] |
logic make-up (layout without fill, tap and decap cells):
| logic type | after synthesis | count (layout) | share of synthesized area |
|---|---|---|---|
| compound gates | 16 | 16 | 0.209 |
| xor+xnor | 14 | 14 | 0.214 |
| fa+ha+maj | 9 | 9 | 0.209 |
| buf+inv | 12 | 35 | 0.0937 |
| mux | 4 | 4 | 0.0784 |
| simple gates | 21 | 21 | 0.196 |
cell type report:
class	count	area (um^2)	share of cell area
well taps	46	57.6	0.0655
repair buffers	27	270	0.308
multi-input cells	64	520	0.593
inverters	8	30.0	0.0342
Power figures rest on the tool's default switching activity, not on a simulated workload.
