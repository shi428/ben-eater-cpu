$ cat /design/flow/design.v
module clkdiv (
    input logic CLK,
    input logic nRST,
    input logic [15:0] div,
    output logic divCLK
);
logic [19:0] count;
logic [19:0] next_count;
logic nextDivCLK;
always_comb begin
    next_count = count;
    nextDivCLK = divCLK;
    if (next_count + 1 == (div << 8)) begin
        next_count = 0;
        nextDivCLK = 1'b1;
    end
    else begin
        next_count = count + 1;
        nextDivCLK = 1'b0;
    end
end
always_ff @(posedge CLK, negedge nRST) begin
    if (~nRST) begin
        count <= '0;
        divCLK <= '0;
    end
    else begin
        count <= next_count;
        divCLK <= nextDivCLK;
    end
end
endmodule
$ cat /design/flow/run.sh
#!/bin/bash
# OpenROAD 26Q1-2900-gdf79404cd8, Yosys 0.63+post, stock flow scripts
make -C /OpenROAD-flow-scripts/flow DESIGN_CONFIG=/design/flow/config.mk WORK_HOME=/design/flow/orfs finish
$ cat /design/flow/config.mk
export PLATFORM = sky130hd
export DESIGN_NAME = clkdiv
export DESIGN_NICKNAME = clkdiv
export VERILOG_FILES = /design/flow/design.v
export SDC_FILE = /design/flow/constraint.sdc
export NUM_CORES = 4
export LEC_CHECK = 1
export CORE_UTILIZATION = 30
$ cat /design/flow/constraint.sdc
current_design clkdiv

set clk_period 6.4
set clk_io_pct 0.2

create_clock -name clk0 -period $clk_period [get_ports {CLK}]

set non_clock_inputs [all_inputs -no_clocks]
set_input_delay [expr $clk_period * $clk_io_pct] -clock clk0 $non_clock_inputs
set_output_delay [expr $clk_period * $clk_io_pct] -clock clk0 [all_outputs]
==> out/qor.yml <==
global_routing:
  top_usage_layer: "met1"
  grt_pass1_wl_mm: 7.21
  grt_pass1_vias: 1401
  grtUsageMet3_pct: 2.19
  grt_use_total_pct: 14.6
  grtUsageMet2_pct: 20.8
  gr-usage-met1_pct: 23.7
  antenna_found_initial: 0
  grt-ovfl-total: 0
  grt_max_degree: 22
timing:
  setup_viol: 0
  tightest_slew_ps: 634
  period_needed_ps: 3670
  clock_skew_ps: 2.81
  drv_slew: 0
  finalSetupTns_ps: 0
  relSlewSlack_pct: 57.7
  finalCritPeriodShare_pct: 57.3
  hold_viol: 0
  fmax_mhz: 272
  fin_ws_ps: 2730
  rsz0062_at_grt: "no"
critical_path:
  reg2reg_slack_ps: 2950
  path_delay_family: "AND-OR/OR-AND gates"
  cp_max_fo: 9
  startpoint_type: "input pin"
  slowest_delay_ps: 620
  crit_buf_inv: 2
  cp_data_arrival_time_ps: 3830
  end_kind: "register"
  worstSetupPathType: "input pin to register"
  reg2reg_depth: 8
  r2r_start: "count[0]"
  cp_data_required_time_ps: 6560
  crit_slowest_cell: "a2111oi_4"
  reg2reg_to: "count[13]"
  crit_chain: "clkdlybuf4s50_1 -> nor4b_1 -> o21ai_0 -> a2111oi_0 -> nand4_1 -> a2111oi_4 -> buf_4 -> nor2_1"
run:
  maxCapViolCount: 0
  warnings: 26
floorplanning:
  chipHeight_um: 80.6
  fp_util_pct: 31.1
  core_area_um2: 5960
  pin_count: 19
  die_w_um: 80.6
  num_rows: 28
  dieArea_um2: 6500
yosys:
  synth_flops: 21
  syn_area_per_cell_um2: 9.51
  top_area_cell: "dfrtp_1"
  synthTopCellsByCount: "dfrtp_1, xnor2_1, nor2_1, nand2_1, inv_1"
  aoi_share_pct: 17.1
  synthFlopType: "dfrtp_1"
  ys_sh_mux_pct: 0.607
  ys_types: 62
  syn_inst: 195
  ys_seq_share_pct: 28.3
  synthAdderAreaFrac_pct: 1.35
  async_flop_share_pct: 100
  syn_area_um2: 1850
  edf_count: 0
  simple_gate_share_pct: 30.8
  ys_sh_xor_pct: 16.1
  top_logic_kind: "simple AND/OR/NAND/NOR gates"
  topCellsByArea: "dfrtp_1, xnor2_1, nor2_1"
  synth_top_area_share_pct: 28.3
  yosys_area_um2: 1850
  ys_cells: 195
  ys_warn_count: 1
power:
  p_total_w: 0.000253
  p_leak_nw: 0.737
  vdd_ir_drop_max_v: 0.0000629
  powerDensity_nw_per_um2: 120
placed_design:
  numPortBuffers: 18
  dp_hpwl_mm: 3.29
  pre_cts_ws_ps: 2430
  place.gp.congestion: 0.937
cts:
  cts_root_buf: "clkbuf_8"
  cts.repair.resized: 0
  clock_sinks: 21
  clkTransAtPathRegs_ps: 80
  cts-buffers-inserted: 3
  holdBufCountCts: 0
  worst_skew_pair.late_latency_ps: 260
  cts_tree: "done"
  cts_max_level: 1
  clk_path_buf_depth: 2
  post-cts-setup-buffers: 0
hold_path:
  hold_depth: 1
  worst_hold_path_type: "register to register"
  hold_start: "count[7]"
  hold_path_end: "count[7]"
cells_and_area:
  area_growth_pct: 13.9
  utilization_pct: 35.5
  fillCellCount: 641
  drive_gt1_share_pct: 15.7
  register_area_um2: 526
  area.combinational_um2: 1220
route:
  drc: 0
  ant_nets: 0
  dr.pass1.iters: 4
  vias_per_cell: 5.39
  n_antenna_cell: 0
  drt_iter0_markers: 126
  vias: 1535
  routedWlPerCell_um: 15.1
  drt-total-wl_mm: 4.31
run_status:
  status: "finished, final reports clean"
-- routing by layer --
layer  up-vias  wire, um
li1        758         -
met1       711      2080
met2        60      1870
met3         6       297
met4         0        58
met5         -         0
-- flip-flops by register name, summed over array words and instances (netlist names) --
register,count
count,20
divCLK,1
-- cells in the final DEF (no fill, tap or decap), drive strengths merged, types with 2 or more instances in the layout --
cell type / n
ha: 2
inv: 8
o21ai: 5
nand2: 11
nor3: 6
and4: 4
a22o: 2
o2111ai: 2
dfrtp: 21
nand4: 11
nor2: 23
or4: 3
a21oi: 5
or3: 2
nor4: 5
clkdlybuf4s50: 18
xnor3: 2
o22a: 2
o211ai: 3
nand3: 8
a2111oi: 4
a31oi: 2
nand2b: 6
clkbuf: 4
xnor2: 22
nor2b: 2
xor2: 6
buf: 2
-- power by group --
group,switching [W],internal (W),total [W],leakage [nW]
clock,0.0000447,0.0000444,0.0000891,0.0228
sequential,0,0.000133,0.000133,0.216
combinational,0.0000137,0.0000174,0.0000311,0.498
-- cells by family after synthesis --
family | after synthesis
fa+ha+maj | 2
simple gates | 85
xor+xnor | 30
mux | 1
buf+inv | 17
compound gates | 39
flops | 21
-- through the flow --
step / hold slack [ps] / cells / area, um2
2_1_floorplan: 535 / 195 / 1850
3_3_place_gp: 595 / 281 / 2070
3_5_place_dp: 596 / 281 / 2070
4_1_cts: 607 / 285 / 2110
5_1_grt: 639 / 285 / 2110
6_report: 608 / 285 / 2110
-- how the worst max path moves through the flow --
stage	from	to	slack (ps)	cells past startpoint
finish	div[13]	count[13]	2730	8
CTS	div[13]	count[13]	2690	8
global route	div[13]	count[13]	2370	8
-- cell type report --
class                   count  area share, %
clock buffers               4           2.13
inverters                   8           1.42
multi-input cells         157           57.9
flip-flops and latches     21           24.9
well taps                  75           4.44
repair buffers             20           9.24
Power and IR drop assume default switching activity.
