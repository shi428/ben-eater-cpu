==> design.v <==
module control_unit 
(
    input logic CLK,
    input logic nRST,
    input logic ctrl_en,
    input logic [3:0] opcode,
    input logic zero,
    input logic carry,
    output logic halt,
    output logic addressWEN,
    output logic ramWEN,
    output logic ramREN,
    output logic iWEN,
    output logic iREN,
    output logic aWEN,
    output logic aREN,
    output logic aluREN,
    output logic sub,
    output logic bWEN,
    output logic outputWEN,
    output logic pcEN,
    output logic pcREN,
    output logic jump,
    output logic flagWEN
);
logic [2:0] count, next_count;
always_comb begin
    next_count = count; 
    halt = '0;
    addressWEN = '0; 
    ramWEN = '0;
    ramREN = '0;
    iWEN = '0;
    iREN = '0;
    aWEN = '0;
    aREN = '0;
    aluREN = '0;
    sub = '0;
    bWEN = '0;
    outputWEN= 1'b0;
    pcEN = '0;
    pcREN = '0;
    jump = '0;
    flagWEN = '0;
    if (ctrl_en) begin
        next_count = count + 1;
    end
    case (count) 
        3'b000: begin
            addressWEN = 1'b1;
            pcREN = 1'b1;
        end
        3'b001: begin
            ramREN = 1'b1;
            iWEN = 1'b1;
            pcEN = 1'b1;
        end
        3'b010: begin
            case (opcode) 
                4'b0001: begin  
                    addressWEN = 1'b1;
                    iREN = 1'b1;
                end
                4'b0010: begin  
                    addressWEN = 1'b1;
                    iREN = 1'b1;
                end
                4'b0011: begin  
                    addressWEN = 1'b1;
                    iREN = 1'b1;
                end
                4'b0100: begin  
                    addressWEN = 1'b1;
                    iREN = 1'b1;
                end
                4'b0101: begin  
                    iREN = 1'b1;
                    aWEN = 1'b1;
                end
                4'b0110: begin  
                    iREN = 1'b1;
                    jump = 1'b1;
                end
                4'b1110: begin  
                    aREN = 1'b1;
                    outputWEN = 1'b1;
                end
                4'b1111: begin  
                    halt = 1'b1;
                end
                4'b0111: begin  
                    if (carry) begin
                        iREN = 1'b1;
                        jump = 1'b1;
                    end
                end
                4'b1000: begin  
                    if (zero) begin
                        iREN = 1'b1;
                        jump = 1'b1;
                    end
                end
            endcase
        end
        3'b011: begin
            case (opcode)
                4'b0001: begin  
                    ramREN = 1'b1;
                    aWEN = 1'b1;
                end
                4'b0010: begin  
                    ramREN = 1'b1;
                    bWEN = 1'b1;
                end
                4'b0011: begin  
                    ramREN = 1'b1;
                    bWEN = 1'b1;
                end
                4'b0100: begin  
                    ramWEN = 1'b1;
                    aREN = 1'b1;
                end
            endcase
        end
        3'b100: begin
            next_count = '0;
            case (opcode) 
                4'b0010: begin  
                    aWEN = 1'b1;
                    aluREN = 1'b1;
                    flagWEN = 1'b1;
                end
                4'b0011: begin  
                    aWEN = 1'b1;
                    aluREN = 1'b1;
                    flagWEN = 1'b1;
                end
            endcase
        end
    endcase
end
always_ff @(posedge CLK, negedge nRST) begin
    if (~nRST) begin
        count <= '0;
    end
    else begin
        count <= next_count;
    end
end
endmodule
==> run.sh <==
#!/bin/bash
# OpenROAD 26Q1-2900-gdf79404cd8, Yosys 0.63+post, stock flow scripts
make -C /OpenROAD-flow-scripts/flow DESIGN_CONFIG=/design/flow/config.mk WORK_HOME=/design/flow/orfs finish
==> config.mk <==
export PLATFORM = sky130hd
export DESIGN_NAME = control_unit
export DESIGN_NICKNAME = control_unit
export VERILOG_FILES = /design/flow/design.v
export SDC_FILE = /design/flow/constraint.sdc
export NUM_CORES = 4
export LEC_CHECK = 1
export CORE_AREA = 10 10 70 70
export DIE_AREA = 0 0 80 80
==> constraint.sdc <==
current_design control_unit

set clk_period 2.7
set clk_io_pct 0.2

create_clock -name clk0 -period $clk_period [get_ports {CLK}]

set non_clock_inputs [all_inputs -no_clocks]
set_input_delay [expr $clk_period * $clk_io_pct] -clock clk0 $non_clock_inputs
set_output_delay [expr $clk_period * $clk_io_pct] -clock clk0 [all_outputs]
==> results_slide.txt <==
Implementation Results

Route
  • DR WL/cell: 10.7 µm
  • Final wirelength: 1.50 mm
  • Vias/cell: slightly below 4
  • Antenna fix cells: 0
  • DRC violations left: 0
  • Via Count: around 540
  • Antenna Nets Post-Route: 0
  • Number of DRC markers in iteration 0: 15
  • DRT Pass-1 Iters: 6

Placed design
  • Post-placement cell area: around 830 µm²
  • Dpl ws: -59.9 ps
  • Port Buffers: 23
  • Post-DP HPWL: roughly 1.3 mm
  • Gp weighted congestion: between 0.7 and 0.8

STA
  • Post-route setup slack: roughly 60 ps
  • Final Hold Vio Count: 0
  • Slew Viols, Final: 0
  • Max Fclk: 0.379 GHz
  • Post-layout min period: approximately 2600 ps
  • Final hold slack: around 490 ps
  • Fin crit share: 0.978
  • Worst-case clock skew: around 0.15 ps
  • Setup violators final: 0
  • RSZ-0062 raised after global routing: no

Floorplan
  • FP Util: 0.153
  • Placeable Area: ~3400 µm²
  • Total die size: 6400 µm²
  • I/O pin cnt: 25
  • Die Wd: approximately 80 µm
  • Row count: 21
  • Die height: roughly 80 µm

Global route
  • Initial antenna violation count: 0
  • Grt ovf: 0
  • Vias in the first global route: roughly 570
  • Tot GR Track Use: 0.0465
  • Largest net degree at the start of global routing: 13
  • Global-route wire length before repair: ~2.5 mm

Setup path
  • Worst path slowest cell: clkdlybuf4s50_1
  • Flop2flop setup slack: about 1500 ps
  • Critical Path RT: 2160 ps
  • Peak fanout along the critical path: 8
  • RR Endpoint: count[2]
  • CP peak stage delay: 500 ps
  • Setup Crit Path Kind: primary input to output pin
  • CP Capture Type: output pin
  • Critical R2R Launch: count[0]
  • Crit start category: primary input
  • Cells along the critical path: clkdlybuf4s50_1 -> buf_4 -> nor3b_1 -> a31oi_1 -> nor3b_1 -> clkdlybuf4s50_1
  • R2r worst-path depth: 4
  • Critical path data arrival time: roughly 2100 ps

Flow run
  • Max Cap Viol: 0
  • Tool warnings: 28

Worst hold path
  • Hold Path Class: primary input to async pin

Layout
  • Multi-input logic area: ~400 µm²
  • Commonest Layout Cell: clkdlybuf4s50_1
  • Largest Register: count
  • Max reg flops: 3
  • Fin area: 893 µm²
  • Layout fillers: 380
  • Top cells excl fill/tap: 19 x clkdlybuf4s50_1, 10 x buf_4, 5 x inv_1
  • Biggest regs: count (3)
  • Area grow syn2layout: 70.4%
  • Fraction of layout cells with a size suffix above 1: 0.245
  • Storage cell area: 76.3 µm²

Synthesis
  • Yosys warns: 1
  • Primary FF master, synth: dfrtp_1
  • Cells after Synth: 64
  • Syn_area_per_cell: 8.19 µm²
  • Unique masters post-synth: 33
  • Mapped cell area: roughly 520 µm²
  • Synth flops: 3
  • YS chip area: roughly 520 µm²
  • EDFF count, synth: 0
  • Seq share, synth: 0.143
  • Ys async rst share: 1.00
  • Ys cells: around 64

Clocking
  • H-tree depth: 1
  • CTS root buffer: clkbuf_4
  • Latest clock arrival within the worst-skew pair: ~230 ps
  • Clock Pin Slew Worst Setup and Hold Paths: around 30 ps
  • CTS tree: yes
  • TritonCTS buffer count: 3
  • Total setup buffers inserted after CTS: 0
  • Clk buf depth: 2
  • CTS Sinks: 3

Pwr
  • NetSw: between 200 and 250 µW
  • Switch share: 0.384
  • Leak: 0.383 nW
  • Part of the power in registers: 0.185
  • Total power: about 530 µW
  • Int Pwr: ~320 µW
  • Clock share of power: 0.143
  • Comb power frac: 0.672
  • Pwr dens: 591 nW/µm²
  • VDD IR max: roughly 0.53 mV

Outcome
  • Status: completed
## worst max-delay path, delay by kind of cell
family	cells	cell delay [ps]
simple gates	2	360
compound gates	1	60
buf+inv	3	1130
## timing repair
action	in CTS	in global routing
setup endpoints to repair	7	1
hold buffers	0	0
resized	9	3
pin swaps	0	0
## cells by family after synthesis
kind of cell | Yosys count | synth area share
mux | 1 | 0.0191
buf+inv | 13 | 0.150
other cells | 1 | 0.00715
compound gates | 14 | 0.227
fa+ha+maj | 5 | 0.119
xor+xnor | 1 | 0.0167
flops | 3 | 0.143
simple gates | 26 | 0.317
## through the flow
step | TNS, ps | instances | util
finish | 0 | 140 | 0.262
global route | 0 | 140 | 0.262
CTS | 0 | 140 | 0.259
detailed placement | -184 | 136 | 0.244
global placement | -204 | 136 | 0.244
floorplan | 0 | 64 | -
## cells in the mapped netlist (2+ instances only)
cell / count / area [µm²]
buf_2: 3 / 15.0
buf_6: 2 / 22.5
nor2_1: 4 / 15.0
o211a_1: 2 / 20.0
nor3_1: 3 / 15.0
inv_1: 5 / 18.8
nand2b_1: 2 / 12.5
nand2_1: 4 / 15.0
a21oi_1: 2 / 10.0
buf_4: 3 / 22.5
nor2b_1: 3 / 18.8
nor3b_1: 3 / 22.5
ha_1: 5 / 62.6
dfrtp_1: 3 / 75.1
o21ai_0: 2 / 10.0
## final cells by class
| class | instances | area share |
|---|---|---|
| repair buffers | 34 | 0.349 |
| well taps | 46 | 0.0644 |
| clock buffers | 4 | 0.0294 |
| flip-flops and latches | 3 | 0.0854 |
| inverters | 5 | 0.0210 |
| multi-input cells | 48 | 0.451 |
## per-layer routing
metal,vias up,part of all wire,GRT usage
li1,286,-,-
met1,241,0.48,0.0611
met2,12,0.46,0.0754
met3,0,0.057,0.0136
met4,0,0,0.00528
met5,-,0,0
## power groups by stage
| stage | clock [mW] | sequential [mW] | combinational, mW |
|---|---|---|---|
| finish | 0.0754 | 0.0976 | 0.355 |
| global route | 0.0860 | 0.102 | 0.399 |
| CTS | 0.0805 | 0.0972 | 0.358 |
## worst max-delay path by stage
stage | from | end | cells after the start
after CTS | count[0] | iREN | 6
after global routing | opcode[3] | iREN | 5
final | opcode[3] | aREN | 6
Power and IR drop assume default switching activity.
